--- flow/config.mk ---
export PLATFORM = sky130hd
export DESIGN_NAME = part5
export DESIGN_NICKNAME = part5
export VERILOG_FILES = /design/flow/design.v
export SDC_FILE = /design/flow/constraint.sdc
export NUM_CORES = 4
export LEC_CHECK = 1
export CORE_AREA = 10 10 70 70
export DIE_AREA = 0 0 80 80
--- flow/constraint.sdc ---
current_design part5

set clk_period 1.7
set clk_io_pct 0.2

create_clock -name clk0 -period $clk_period

set non_clock_inputs [all_inputs -no_clocks]
set_input_delay [expr $clk_period * $clk_io_pct] -clock clk0 $non_clock_inputs
set_output_delay [expr $clk_period * $clk_io_pct] -clock clk0 [all_outputs]
--- flow/design.v ---
module part4(SW,HEX0);
	input [9:0]SW;
	output [6:0]HEX0;
	wire [1:0]c;
	assign c = SW[1:0];
	assign HEX0[0] = c[0]&c[1];
	assign HEX0[1] = c[0];
	assign HEX0[2] = ~(c[0]^c[1]);
	assign HEX0[3] = c[0]&c[1];
	assign HEX0[4] = c[0]|c[1];
	assign HEX0[5] = (~c[0])|c[1];
	assign HEX0[6] = c[0]&c[1];
endmodule
module part5(SW,LEDR,HEX0,HEX1,HEX2);
	input [9:0]SW;
	output [9:0]LEDR;
	output [6:0]HEX0,HEX1,HEX2;
	wire [1:0]M0,S0,U0,V0,W0;
	assign S0 = SW[9:8];
	assign U0 = SW[5:4];
	assign V0 = SW[3:2];
	assign W0 = SW[1:0];
	assign LEDR[9:8] = S;
	assign LEDR[5:0] = SW[5:0];
	assign LEDR[7:6] = 1'b0;
	mux_2bit_3to1 mod0(S0,U0,V0,W0,M0);	
	char_7seg H012(M0,HEX0,HEX1,HEX2);
endmodule
module mux_2bit_3to1(S,U,V,W,M);
	input [1:0]S,U,V,W;
	output [1:0]M;
	wire [1:0]I;
	assign I[0] = (~S[1]&U[0])|(S[1]&V[0]);
	assign M[0] = (~S[0]&I[0])|(S[0]&W[0]);
 	assign I[1] = (~S[1]&U[1])|(S[1]&V[1]);
	assign M[1] = (~S[0]&I[1])|(S[0]&W[1]);
endmodule
module char_7seg(C,Display0,Display1,Display2);
	input [1:0]C;
	output [6:0]Display0,Display1,Display2;
	assign Display2[0] = C[0]&C[1];
	assign Display2[1] = C[0];
	assign Display2[2] = ~(C[0]^C[1]);
	assign Display2[3] = C[0]&C[1];
	assign Display2[4] = C[0]|C[1];
	assign Display2[5] = (~C[0])|C[1];
	assign Display2[6] = C[0]&C[1];
	assign Display1[0] = C[0]&C[1];
	assign Display1[1] = (~C[0])&(~C[1]);
	assign Display1[2] = C[1];
	assign Display1[3] = C[0]&C[1];
	assign Display1[4] = C[0]|(~C[1]);
	assign Display1[5] = C[0]|C[1];
	assign Display1[6] = C[0]&C[1];
	assign Display0[0] = C[0]&C[1];
	assign Display0[1] = C[1];
	assign Display0[2] = C[0]&(~C[1]);
	assign Display0[3] = C[0]&C[1];
	assign Display0[4] = (~C[0])|C[1];
	assign Display0[5] = C[0]|(~C[1]);
	assign Display0[6] = C[0]&C[1];
endmodule
--- flow/run.sh ---
#!/bin/bash
# OpenROAD 26Q1-2900-gdf79404cd8, Yosys 0.63+post, stock flow scripts
make -C /OpenROAD-flow-scripts/flow DESIGN_CONFIG=/design/flow/config.mk WORK_HOME=/design/flow/orfs finish
==> impl_metrics.toml <==
# flow metrics
[drt]
route.antenna.remaining_nets = 0
first_pass_iters = 3
drt_wl_total_mm = 1.25
num_antenna_cells = 0
remaining_drc_errors = 0
vias = 336
vias_per_cell = 2.75
drtIter0Drc = 3
wl_per_cell_um = 10.3

[power]
p_total_mw = 0.234
p_leak_nw = 0.387
p_int_mw = 0.156
vdd_drop_max_uv = 88.8
power.density_nw_per_um2 = 290
switching_power_mw = 0.0780
comb_power_share_pct = 100.0
clkPwrFrac_pct = 0
switching_share_pct = 33.4
pwr-share-seq_pct = 0

[timing]
fmax_ghz = 0.586
drv_slew = 0
layout_min_cycle_time_ps = 1710
period_used_pct = 100
hold_viol = 0
setup_violations = 1
setup_ws_ps = -5.88
fin_worst_hold_slack_ps = 1200
fin_tns_setup_ps = -5.88
rsz0062_at_grt = "yes"

[synthesis]
ys_types = 8
ys_warn_count = 2
seq_area_frac_synth_pct = 0
aoi_share_pct = 8.03
synthesis.area_um2 = 312
logic_family = "buffers and inverters"
synth.avg_cell_area_um2 = 7.60
largest_area_cell = "buf_4"
ys_sh_adder_pct = 24.1
xor_share_pct = 0
top_area_share_pct = 53.0
topCellsByArea = "buf_4 (53%), ha_1 (24%), mux2i_1 (6.4%)"
synthCells = 41
yosys_cells = 41
mux_share_pct = 6.43
ys_sh_simple_pct = 2.41
ys_area_um2 = 312

[die]
die_y_um = 80
rows = 21
fp.coreArea_um2 = 3420
io_pins = 41
dieArea_um2 = 6400
fp_util_pct = 9.12
die_width_um = 80

[finish]
flops = 0
final_cell_mix = "buf_2 (18), buf_6 (17), ha_4 (6), clkdlybuf4s50_1 (6), buf_4 (6)"
utilization_pct = 23.6
lay_top_count = "buf_2"
seq_area_um2 = 0
layout-drive-gt1-share_pct = 78.9
areaGrowthSynthToFinish_pct = 159
fin_cells = 122
fin_area_um2 = 807
nClkBuffers = 0

[critical_path]
cp-startpoint = "SW[9]"
crit_arrival_ps = 1370
crit_fanout = 2
required_ps = 1360
endpoint_kind = "primary output"
start_kind = "input port"
crit_type = "input port to primary output"

[global_route]
grt_max_degree = 7
grt-ovfl-total = 0
grt.total_usage_pct = 3.49
grt_pass1_vias = 376
grt_pass1_wl_mm = 1.88
antenna_found_initial = 0

[job]
tool_warnings = 41
maxCapViolCount = 0

[placed_design]
dp.cells = 110
dp_slack_ps = -825
gp_congestion = 0.734
hpwl_mm = 1.03
dpl_cell_area_um2 = 618
portBuffers = 35

[hold_path]
hold_path_startpoint = "SW[3]"
hp-class = "input port to primary output"

[run_status]
violations = "negative setup slack"
status = "finished with violations"

[clock_network]
holdBufCountCts = 0
## cell type report
| class | instances | area, µm² |
|---|---|---|
| Fill cell | 381 | 2610 |
| Multi-Input combinational cell | 18 | 272 |
| Tap cell | 46 | 57.6 |
| Timing Repair Buffer | 54 | 463 |
| Inverter | 4 | 15.0 |
## synthesized netlist by cell type, drive strengths merged
cell / n
buf: 22
ha: 6
inv: 4
mux2i: 2
nand2: 2
o21a: 2
o21ai: 2
conb: 1
## critical path, cell delays in order
cell	delay [ps]
buf_12	110
mux2i_4	180
o21a_1	210
buf_4	150
ha_4	250
inv_2	20
buf_2	100
## timing repair
action	in CTS	in global routing
cloned	0	0
pin swaps	6	6
setup endpoints to repair	21	19
buffers inserted	14	2
resized	125	10
hold endpoints to repair	0	0
## worst paths after layout
check                 end  cells after the start
setup / recovery  HEX2[2]                      7
hold / removal    LEDR[3]                      2
## logic make-up after synthesis
logic type | count (synthesis)
and+or+nand+nor | 2
AOI/OAI and AO/OA | 4
buffers and inverters | 26
muxes | 2
adders and majority gates | 6
other | 1
## metal layers
metal	routed length, µm	GRT usage (%)
met1	500	4.22
met2	597	6.18
met3	154	1.14
met4	0	0
met5	0	0
## power by group through the flow
| stage | sequential (mW) | combinational [mW] | clock [mW] |
|---|---|---|---|
| 4_1_cts | 0 | 0.239 | 0 |
| 6_report | 0 | 0.234 | 0 |
| 5_1_grt | 0 | 0.259 | 0 |
Power and IR drop assume default switching activity.
